### design/flow/run.sh
#!/bin/bash
# OpenROAD 26Q1-2900-gdf79404cd8, Yosys 0.63+post, stock flow scripts
make -C /OpenROAD-flow-scripts/flow DESIGN_CONFIG=/design/flow/config.mk WORK_HOME=/design/flow/orfs finish
### design/flow/config.mk
export PLATFORM = sky130hd
export DESIGN_NAME = lab9_2
export DESIGN_NICKNAME = lab9_2
export VERILOG_FILES = /design/flow/design.v
export SDC_FILE = /design/flow/constraint.sdc
export NUM_CORES = 4
export LEC_CHECK = 1
export CORE_AREA = 10 10 110 110
export DIE_AREA = 0 0 120 120
### design/flow/constraint.sdc
current_design lab9_2

set clk_period 3.8
set clk_io_pct 0.2

create_clock -name clk0 -period $clk_period [get_ports {clk}]

set non_clock_inputs [all_inputs -no_clocks]
set_input_delay [expr $clk_period * $clk_io_pct] -clock clk0 $non_clock_inputs
set_output_delay [expr $clk_period * $clk_io_pct] -clock clk0 [all_outputs]
### design/flow/design.v
module lab9_2(	clk,
				reset,
				LCD_DATA,
				LCD_RW,
				LCD_EN,
				LCD_RS,
				LCD_RST,
				clear
				);					
input	clk;
input	reset;
input	clear;
output	[7:0]	LCD_DATA;
output	LCD_RW;
output	LCD_EN;
output	LCD_RS;
output	LCD_RST;
reg		[7:0]	LCD_DATA;
reg		LCD_RW;
reg		LCD_EN;
reg		LCD_RS;
reg		LCD_RST;
reg		[3:0]	state;
reg		[17:0]	counter;
reg		[5:0]	DATA_INDEX;
wire		[7:0]	DATA;
LCDM_table	M1(DATA_INDEX,DATA);
always	@(posedge	clk or negedge	reset)begin
	if(!reset)begin
		LCD_DATA	<= 8'd0;
		LCD_RW	<= 1'b1;
		LCD_EN	<= 1'b1;
		LCD_RS	<= 1'b0;
		state		<= 4'd0;
		counter	<= 18'd0;
		DATA_INDEX	<= 6'd0;
		LCD_RST		<= 1'b1;
	end
	else begin
		case(state)
			4'd0:begin
				if(DATA_INDEX == 6'd32)
					state	<= 4'd4;
				else if(DATA_INDEX == 6'd63)
					state	<= 4'd5;
				else begin
					state	<= 4'd1;
				end
				LCD_RST		<= 1'b0;
			end
			4'd1:begin
				LCD_EN	<= 1'b1;
				LCD_RS	<= 1'b1;
				LCD_RW	<= 1'b0;
				LCD_RST	<= 1'b0;
				LCD_DATA <= DATA[7:0];
				state		<= 4'd2;
			end
			4'd2:begin
				if(counter	< 18'd1) 
					counter	<= counter+18'd1;
				else
					state		<= 4'd3;
			end
			4'd3:begin
				LCD_EN	<= 1'b0;
				counter	<= 18'd0;	
				DATA_INDEX		<= DATA_INDEX+6'd1;
				state		<= 4'd0;
			end
			4'd4:begin
				if(!clear)begin
					state		<= 4'd1;
					LCD_RST		<= 1'b1;
				end
				else state	<= 4'd4;
			end
			4'd5:begin  
				state	<= 4'd5;
			end
			default:;
		endcase
	end
end
endmodule
module	LCDM_table(table_index,data_out);
input		[5:0]table_index;
output	reg	[7:0]data_out;
always@(table_index)begin
	case(table_index)
		6'd0: data_out = 8'h2E;  
		6'd1: data_out = 8'h54; 
		6'd2: data_out = 8'h55;
		6'd3: data_out = 8'h53;
		6'd4: data_out = 8'h54;
		6'd5: data_out = 8'h5F;
		6'd6: data_out = 8'h25;
		6'd7: data_out = 8'h25;
		6'd8: data_out = 8'h5F;
		6'd9: data_out = 8'h5F;
		6'd10: data_out = 8'h5F;
		6'd11: data_out = 8'h5F;
		6'd12: data_out = 8'h5F;
		6'd13: data_out = 8'h5F;
		6'd14: data_out = 8'h5F;
		6'd15: data_out = 8'h5F;
		6'd16: data_out = 8'h26;  
		6'd17: data_out = 8'h30;
		6'd18: data_out = 8'h27;
		6'd19: data_out = 8'h21;
		6'd20: data_out = 8'h5F;
		6'd21: data_out = 8'h43;
		6'd22: data_out = 8'h4F;
		6'd23: data_out = 8'h55;
		6'd24: data_out = 8'h52;
		6'd25: data_out = 8'h53;
		6'd26: data_out = 8'h45;
		6'd27: data_out = 8'h5F;
		6'd28: data_out = 8'h5F;
		6'd29: data_out = 8'h5F;
		6'd30: data_out = 8'h5F;
		6'd31: data_out = 8'h5F;  
		6'd32: data_out = 8'h22;
		6'd33: data_out = 8'h11;
		6'd34: data_out = 8'h11;
		6'd35: data_out = 8'h11;		
		6'd36: data_out = 8'h10;
		6'd37: data_out = 8'h17;
		6'd38: data_out = 8'h11;
		6'd39: data_out = 8'h15;
		6'd40: data_out = 8'h17;
		6'd41: data_out = 8'h5F; 
		6'd42: data_out = 8'h5F;
		6'd43: data_out = 8'h5F;
		6'd44: data_out = 8'h5F;
		6'd45: data_out = 8'h5F;
		6'd46: data_out = 8'h5F;
		6'd47: data_out = 8'h5F;
		6'd48: data_out = 8'h5F;
		6'd49: data_out = 8'h5F;
		6'd50: data_out = 8'h5F;
		6'd51: data_out = 8'h5F;
		default:data_out = 8'h000;
	endcase
end
endmodule
module  trigger(clk,reset,sw_in,sw_out);
input   clk,sw_in,reset;
output  reg sw_out;
reg     tri_reg;
always@(posedge clk,negedge reset)begin
	if(!reset)begin
		sw_out <= 1'd0;
		tri_reg <= 1'd0;
	end
	else	begin
		if(sw_in == 1 && tri_reg == 0)sw_out <= 1'd1;
		else sw_out <= 1'd0;
		tri_reg <= sw_in;
	end
end  
endmodule
==> impl_metrics.json <==
{
  "clkSlewWorstSetupHoldPaths_ns": 0.07,
  "r2r_setup_slack_ns": 1.95,
  "synth-edff-count": 0,
  "area_growth_pct": 14.7,
  "crit_path_end_kind": "output pin",
  "postPlaceCellArea_um2": 2430,
  "lay_top_cells": "36 x dfrtp_1, 29 x nor2_1, 20 x a21oi_1",
  "first_pass_iters": 4,
  "ys.flops": 40,
  "place_hpwl_um": 3100,
  "die-area_um2": 14400,
  "drv_cap": 0,
  "yosysChipArea_um2": 2210,
  "worstPathMaxFanout": 3,
  "cts.sinks": 40,
  "final-hold-violation-count": 0,
  "critical_path_required_ns": 3.04,
  "synthTopLogicFamily": "AND-OR/OR-AND gates",
  "critPathKind": "reg -> out",
  "coreArea_um2": 9770,
  "crit_buf_inv": 1,
  "cts_root_buf": "clkbuf_8",
  "simple_gate_share_pct": 18.6,
  "io_pins": 15,
  "clockBufferDepth": 2,
  "cts_inserted_buffers": 5,
  "critPathLaunchType": "flip-flop",
  "ir_worst_vdd_uv": 233,
  "max_freq_ghz": 0.484,
  "finalCriticalPeriod_ns": 2.07,
  "synth_top_flop_cell": "dfrtp_1",
  "cp_cell_sequence": "clkdlybuf4s50_1",
  "slowest_delay_ns": 0.54,
  "grt_max_degree": 41,
  "initCoreUtil_pct": 22.6,
  "synthCells": 235,
  "clk_latency_ns": 0.29,
  "cp_slowest_cell": "dfstp_2",
  "slew_viol_final": 0,
  "grt_pass1_wl_um": 8010,
  "fin_crit_sh_pct": 54.4,
  "grt_pass1_vias": 1630,
  "yosys_warnings": 2,
  "syn_area_per_cell_um2": 9.40,
  "wl_per_cell_um": 12.2,
  "crit_family": "flip-flops",
  "grt_antenna_before_repair": 0,
  "placementRows": 36,
  "power_density_nw_per_um2": 638,
  "finalSetupViolations": 0,
  "slew_headroom_pct": 54.1,
  "cts_setup_buffers": 0,
  "setup_tns_ns": 0,
  "warning_count": 33,
  "status": "completed",
  "ys_sh_mux_pct": 1.13,
  "ys_sh_adder_pct": 6.23,
  "cts_tree": "built",
  "die_x_um": 120,
  "vias_per_cell": 4.62,
  "ys_types": 53,
  "hold_class": "reg -> reg",
  "grt_usage_pct": 6.46,
  "yosys_cells": 235,
  "drive_gt1_share_pct": 9.50,
  "ys_seq_share_pct": 45.6,
  "dieHeight_um": 120,
  "synthArstFlopShare_pct": 100,
  "place.gp.congestion": 0.913,
  "worstPathArrival_ns": 1.31,
  "via_count": 1731,
  "rsz0062_at_grt": "false",
  "finClkSkew_ns": 0.00560,
  "cts.htree.levels": 2,
  "tightest_slew_ns": 0.689,
  "ys_sh_aoi_pct": 20.6,
  "cts_resized": 0,
  "drc": 0,
  "layout_top_cell": "dfrtp_1",
  "final_area_um2": 2530,
  "drtAntennaViolNets": 0,
  "n_antenna_cell": 0,
  "drt_iter0_drc": 134,
  "synth-xor-area-share_pct": 1.59,
  "grt_overflow": 0,
  "io_buffers": 13,
  "drt-total-wl_um": 4560,
  "cts_hold_buffers": 0,
  "p_leak_nw": 1.04,
  "synth_area_um2": 2210
}
[synth_stat cells (5+ instances only)]
cell | number | area (µm²)
a21oi_1 | 20 | 100
a31oi_1 | 9 | 56.3
clkbuf_1 | 9 | 33.8
dfrtp_1 | 36 | 901
ha_1 | 11 | 138
inv_1 | 11 | 41.3
nand2_1 | 14 | 52.6
nand2b_1 | 6 | 37.5
nand3_1 | 5 | 25.0
nor2_1 | 29 | 109
o21ai_0 | 13 | 65.1
[layer usage]
| layer | GRT usage (%) | routed length (µm) | share of wire [%] |
|---|---|---|---|
| met5 | 0 | 0 | 0 |
| met4 | 0.679 | 40 | 0.88 |
| met3 | 1.62 | 267 | 5.9 |
| met2 | 9.73 | 1940 | 43 |
| met1 | 9.53 | 2310 | 51 |
[path summary, 6_finish.rpt]
| check | from | to | depth (start not counted) |
|---|---|---|---|
| max in group asynchronous | reset | LCD_RST | 2 |
| max | LCD_RST | LCD_RST | 1 |
| min reg2reg | LCD_RS | LCD_RS | 1 |
| min | LCD_RS | LCD_RS | 1 |
| min in group asynchronous | reset | LCD_DATA[2] | 2 |
| max reg2reg | counter[7] | counter[6] | 4 |
[logic make-up after synthesis]
group,Yosys count
and+or+nand+nor,79
AOI/OAI and AO/OA,70
DFF,40
buffers and inverters,28
adders and majority gates,11
xor gates and xnor gates,4
muxes,2
other,1
[sequential cells by signal, indices dropped and copies added, names as in the netlist]
signal and flops:
counter 18, LCD_DATA 7, DATA_INDEX 6, state 5, LCD_EN 1, LCD_RS 1, LCD_RST 1, LCD_RW 1
[report_power, final]
part           internal, mW  switching, mW  total [mW]
clock network         0.195          0.147       0.342
logic                 0.296          0.318       0.615
registers             0.521          0.140       0.661
[area by class of cell]
class                           count  area, µm²
Tap cell                          133        166
Inverter                           12       45.0
Clock buffer                        6       72.6
Multi-Input combinational cell    167       1070
Clock inverter                      2       35.0
Timing Repair Buffer               15        140
Fill cell                        1059       7240
Sequential cell                    40       1010
[metrics by stage]
stage	setup WS [ns]	power [mW]	instances	util, %	hold slack [ns]
5_1_grt	1.67	1.75	375	25.9	0.496
2_1_floorplan	2.13	1.08	235	-	0.396
3_3_place_gp	2.02	1.28	367	24.8	0.451
6_report	1.73	1.62	375	25.9	0.477
3_5_place_dp	1.96	1.28	367	24.8	0.459
4_1_cts	1.70	1.63	375	25.9	0.479
No activity file was given, so power comes from the tool's default toggle rates.
