==> ./design.v <==
module lab7_3(
	input [7:0] in,
	output reg [3:0] units,
	output reg [3:0] tens,
	output reg [1:0] hunds,
	output reg [17:0] bcd
);
	integer i;
	always @(*) begin
		bcd = 18'b0;
		bcd[7:0] = in;
		for(i=0;i<8;i=i+1) begin
			bcd = bcd <<1;
			if(bcd[17:16]>=4'd5&&i<7) bcd[17:16] = bcd[17:16] + 4'd3;
			if(bcd[15:12]>=4'd5&&i<7) bcd[15:12] = bcd[15:12] + 4'd3;
			if(bcd[11:8]>=5&&i<7) bcd[11:8] = bcd[11:8] + 3;
		end
		units = bcd[11:8];
		tens = bcd[15:12];
		hunds = bcd[17:16];
	end
endmodule
==> ./run.sh <==
#!/bin/bash
# OpenROAD 26Q1-2900-gdf79404cd8, Yosys 0.63+post, stock flow scripts
make -C /OpenROAD-flow-scripts/flow DESIGN_CONFIG=/design/flow/config.mk WORK_HOME=/design/flow/orfs finish
==> ./config.mk <==
export PLATFORM = sky130hd
export DESIGN_NAME = lab7_3
export DESIGN_NICKNAME = lab7_3
export VERILOG_FILES = /design/flow/design.v
export SDC_FILE = /design/flow/constraint.sdc
export NUM_CORES = 4
export LEC_CHECK = 1
export CORE_AREA = 10 10 70 70
export DIE_AREA = 0 0 80 80
==> ./constraint.sdc <==
current_design lab7_3

set clk_period 4.9
set clk_io_pct 0.2

create_clock -name clk0 -period $clk_period

set non_clock_inputs [all_inputs -no_clocks]
set_input_delay [expr $clk_period * $clk_io_pct] -clock clk0 $non_clock_inputs
set_output_delay [expr $clk_period * $clk_io_pct] -clock clk0 [all_outputs]
==> results.cfg <==
; implementation run metrics
[placed_design]
gp_congestion = 0.804
placedCellCount = 256
pre_cts_slack_ns = -1.83
port-buffer-count = 25
place_hpwl_mm = 2.51

[grt]
globalRouteMet1Util = 0.149
grt_max_degree = 17
grt_overflow = 0
first_global_vias = 1284
top_usage_layer = met2
grt_usage = 0.100
grt_first_pass_wirelength_mm = 5.67
met3_usage = 0.00568
antenna_found_initial = 0
grtUsageMet2 = 0.158

[clock_network]
hold_buffers = 0

[final_timing]
setup_ws_ns = -1.02
slew_headroom = 0.623
tightest_slew_ns = 0.564
finalSetupViolCount = 18
final_hold_viol_count = 0
fmax_mhz = 169
min_period_ns = 5.92
grt_setup_unrepaired = true
slew_viol_final = 0
fin_crit_sh = 1.21

[power_and_ir_drop]
powerDensity_mw_per_mm2 = 270
p_leak_nw = 0.945
p_switching_uw = 245
power_frac_seq = 0
fin_total_pwr_uw = 573
p_clk_frac = 0
intPower_uw = 328
max-vdd-ir-drop_mv = 0.108
netSwitchingFraction = 0.428
power_frac_comb = 1.000

[routing]
dr.pass1.iters = 4
wirelength_mm = 3.55
drtIter0Drc = 42
wl_per_cell_um = 12.7
via_per_inst = 4.98
antenna_cells = 0
vias = 1394
drtAntennaViolNets = 0
drc = 0

[logic_synthesis]
netlist_area_mm2 = 0.00113
syn_area_per_cell_um2 = 7.20
ys_seq_share = 0
largest_area_cell = buf_4
top_cell_area_share = 0.126
ys_cells = 157
postSynthCellCount = 157
synthTopCellsByCount = 19 x buf_4, 11 x nor2_1, 10 x ha_1
topCellsByArea = buf_4 13%, ha_1 11%, mux2i_1 5.3%
ys_area_mm2 = 0.00113
ys_types = 51
top_cell = buf_4
synth_warnings = 1

[run_status]
outcome = complete, but fails checks
violations = negative setup slack

[setup_path]
critPathLaunchType = input port
cp_max_fo = 4
path_class = input port to output port
path_common_cell = ha_4
cpMaxStageDelayCell = a311o_1
crit_chain = buf_6, inv_8, ha_4, inv_2, ha_4, a21oi_4, xnor2_2, ha_2, nor2b_4, nor3_4, o31a_1, or2_4, ha_4, nand2b_4, a311o_1, a31o_1, a311oi_2, o32a_2, xor2_4, nand3_4, buf_6, mux2i_1, buf_2
worstSetupEndpointType = output port
worstPathRequired_ns = 3.92
cpPeakStageDelay_ns = 0.37
arrival_ns = 4.94

[floorplanning]
fp-utilization = 0.331
placementRows = 21
io_pins = 36
core_area_mm2 = 0.00342
fp.dieH_um = 80
die_w_um = 80
dieArea_mm2 = 0.00640

[hold_path]
hold_path_class = input port to output port

[finish]
flops = 0
nClkBuffers = 0
fin_util = 0.622
syn2layout_area_growth_pct = 87.8
final_cells = 280
seq_area_um2 = 0
drive_gt1_frac = 0.611

[job]
warning_count = 39
maxCapViolCount = 0
placed cells by master (no fill, tap or decap), drive strengths merged, types with 4 or more instances in the layout:
| cell | synthesis | final |
|---|---|---|
| buf | 22 | 86 |
| nor2 | 11 | 11 |
| ha | 10 | 10 |
| inv | 9 | 9 |
| conb | 1 | 8 |
| mux2i | 8 | 8 |
| a21oi | 7 | 7 |
| o21ai | 7 | 7 |
| clkdlybuf4s50 | 0 | 6 |
| nand2 | 6 | 6 |
| nand3 | 6 | 6 |
| a31oi | 6 | 6 |
| nor3 | 6 | 6 |
| or2 | 5 | 5 |
| o22ai | 4 | 4 |
| nand2b | 4 | 4 |
kinds of logic (layout without fill, tap and decap cells):
logic type,Yosys count,in the layout,synth area share
adders and majority gates,10,10,0.111
and+or+nand+nor,54,54,0.279
other,1,8,0.00332
muxes,9,9,0.0951
buffers and inverters,33,103,0.176
xor gates and xnor gates,4,4,0.0476
AOI/OAI and AO/OA,46,46,0.289
what timing repair did:
item,4_1_cts,5_1_grt
buffers inserted,18,7
endpoints found under the setup margin,18,18
pin swaps,32,21
gates resized,94,21
critical path, delay by kind of cell:
kind / cells / cell delay, ns
compound gates: 6 / 1.55
fa+ha+maj: 4 / 0.63
mux: 1 / 0.17
simple gates: 5 / 0.77
buf+inv: 5 / 0.46
xor+xnor: 2 / 0.38
power groups by stage:
stage | Clock [mW] | Sequential, mW | Combinational [mW]
6_report | 0 | 0 | 0.573
4_1_cts | 0 | 0 | 0.503
5_1_grt | 0 | 0 | 0.620
cell type report:
type | count | area (um^2)
Tap cell | 46 | 57.6
Inverter | 9 | 57.6
Fill cell | 264 | 1290
Timing Repair Buffer | 94 | 732
Multi-Input combinational cell | 131 | 1280
layer usage:
layer,share of wire,routed length [um],vias up
met5,0,0,-
met4,0.0039,14,0
met3,0.027,96,2
met2,0.45,1610,27
met1,0.51,1830,641
li1,-,-,724
final timing paths:
kind / slack (ns) / cells after the start / start / to
min: 1.96 / 0 / in[0] / bcd[8]
max: -1.02 / 23 / in[5] / tens[3]
stage by stage:
| step | cell area [um^2] | setup TNS (ns) | hold WS (ns) |
|---|---|---|---|
| after floorplan | 1300 | -12.29 | 2.03 |
| after global placement | 1780 | -30.43 | 1.96 |
| after detailed placement | 1780 | -31.53 | 1.96 |
| after CTS | 2000 | -17.54 | 1.96 |
| after global routing | 2120 | -19.93 | 1.96 |
| final | 2120 | -16.56 | 1.96 |
Power and IR drop assume default switching activity.
