**design/flow/design.v**
```verilog
module lab8_1(
	input add1,
	input add10,
	input sub1,
	input sub10,
	input clk,
	output [7:0] seg1,
	output [7:0] seg2
);
	reg [6:0] count ;
	wire [6:0] units ;
	wire [6:0] hundreds ;
	assign hundreds = count/7'd10;
	assign units = count%7'd10;
	seven_seg u0(units,seg1);
	seven_seg u1(hundreds,seg2);
	always @(posedge clk) begin
		if(add1) begin
			if(count<7'd99) count = count + 7'd1;
			else count = 7'd99;
		end
		else if(add10) begin
			if(count<=7'd89) count = count + 7'd10;
			else count = 7'd99;
		end
		else if(sub1) begin
			if(count>7'd0) count = count - 7'd1;
			else count = 7'd0;
		end
		else if(sub10) begin
			if(count>=7'd10) count = count - 7'd10;
			else count = 7'd0;
		end
		else;
	end
endmodule
module seven_seg(
	input [6:0] in,
	output reg [7:0] out
);
	always @(*) begin
		case(in)
			7'd0: out = 8'b11000000;
			7'd1: out = 8'b11111001;
			7'd2: out = 8'b10100100;
			7'd3: out = 8'b10110000;
			7'd4: out = 8'b10011001;
			7'd5: out = 8'b10010010;
			7'd6: out = 8'b10000010;
			7'd7: out = 8'b11111000;
			7'd8: out = 8'b10000000;
			7'd9: out = 8'b10010000;
			default : out = 8'b11000000;
		endcase
	end
endmodule
```
**design/flow/run.sh**
```bash
#!/bin/bash
# OpenROAD 26Q1-2900-gdf79404cd8, Yosys 0.63+post, stock flow scripts
make -C /OpenROAD-flow-scripts/flow DESIGN_CONFIG=/design/flow/config.mk WORK_HOME=/design/flow/orfs finish
```
**design/flow/config.mk**
```make
export PLATFORM = sky130hd
export DESIGN_NAME = lab8_1
export DESIGN_NICKNAME = lab8_1
export VERILOG_FILES = /design/flow/design.v
export SDC_FILE = /design/flow/constraint.sdc
export NUM_CORES = 4
export LEC_CHECK = 1
export CORE_AREA = 10 10 89 89
export DIE_AREA = 0 0 99 99
```
**design/flow/constraint.sdc**
```tcl
current_design lab8_1

set clk_period 4.7
set clk_io_pct 0.2

create_clock -name clk0 -period $clk_period [get_ports {clk}]

set non_clock_inputs [all_inputs -no_clocks]
set_input_delay [expr $clk_period * $clk_io_pct] -clock clk0 $non_clock_inputs
set_output_delay [expr $clk_period * $clk_io_pct] -clock clk0 [all_outputs]
```
==> impl_metrics.ini <==
; generated from flow reports
[run_status]
status = finished clean

[sta]
finalSetupViolCount = 0
timing.final.ws_setup_ns = 0.225
finalClockPeriodUsage_pct = 95.2
maxSlewHeadroom_pct = 53.7
min_period_ns = 4.48
slew_viol_final = 0
max_freq_mhz = 223
tightest_slew_ns = 0.692
holdWs_ns = 0.810
clock-skew-final_ns = 0.00846
final_hold_viol_count = 0

[setup_path]
worst_r2r_path_depth = 8
setup.worst_path.class = flop to output port
r2r-start = count[4]
worstPathArrival_ns = 3.54
reg2reg_to = count[4]
worstSetupEndpointType = output port
worstSetupStartpointType = flop
r2r_slack_ns = 1.98
cp.required_ns = 3.76
critPathMaxFanout = 18

[die]
die_h_um = 99
rows = 28
initCoreUtil_pct = 32.8
chipArea_mm2 = 0.00980
die_x_um = 99
io_pins = 21
coreArea_mm2 = 0.00599

[route]
dr.pass1.iters = 5
via_per_inst = 5.73
wirelength_um = 5670
final_antenna_net_count = 0
drc_errors = 0
routedWlPerCell_um = 15.0
antennaDiodeCount = 0
drt_iter0_drc = 189
vias = 2165

[worst_hold_path]
min_path_cells = 2
hp-start = count[0]
hp-class = flop to flop
min_to = count[0]

[run]
drv_cap = 0
openroad.warnings = 38

[logic_synthesis]
synth-async-reset-ratio_pct = 0
mappedNetlistArea_mm2 = 0.00196
synth_adder_area_share_pct = 12.1
synth.distinct_cells = 64
syn_area_per_cell_um2 = 7.11
ys_sh_aoi_pct = 32.6
synth_top_area_share_pct = 12.1
muxShareOfSynthArea_pct = 2.17
yosysChipArea_mm2 = 0.00196
yosys_cells = 276
synth.logic.top_family = AND-OR/OR-AND gates
ys_seq_share_pct = 10.7
yosys_warnings = 2
ys_sh_xor_pct = 9.37
numSynthFlops = 7
ys_sh_simple_pct = 24.9
syn_inst = 276
edf_count = 7
ff_type = edfxtp_1
ys_top_cells_by_area = ha_1 (12%), edfxtp_1 (11%), xnor2_1 (7.1%)
synth_top_cell_by_area = ha_1

[cts]
cts-root-buf = clkbuf_8
clkTransAtPathRegs_ns = 0.05
cts_tree = yes
clkSinkCount = 7
cts_buffers = 3
clock_latency_ns = 0.24
ctsHtreeMaxLevel = 1
clockBufferDepth = 2

[place]
place_ws_ns = 0.301
hpwl_um = 4320
globalplace.congestion = 0.928
placed_area_mm2 = 0.00228
portBuffers = 18

[global_route]
grt_max_degree = 19
grt_overflow = 0
grt_pass1_wl_um = 9000
first_global_vias = 1863
grtUsageTotal_pct = 10.6
antenna_found_initial = 0

[finish]
area_growth_syn_to_layout_pct = 23.3
regMostFlops = count
reg_top3 = count: 7 flops
drive_above_1_share_pct = 14.2
final_area_mm2 = 0.00242
largest_register_ffs = 7
## area by class of cell
cell class	count	area, um2
fillers	585	3570
multi-input cells	235	1640
repair buffers	45	387
flip-flops and latches	7	210
well taps	75	93.8
inverters	12	45.0
clock buffers	3	41.3
clock inverters	1	5.00
## stage by stage
step / utilization, % / TNS (ns) / cells
2_1_floorplan: - / 0 / 277
3_3_place_gp: 38.1 / 0 / 367
3_5_place_dp: 38.1 / 0 / 367
4_1_cts: 38.8 / 0 / 371
5_1_grt: 40.4 / -0.0105 / 378
6_report: 40.4 / 0 / 378
## worst max-delay path, cell delays in order, from the launching register on
cell and delay (ns):
edfxtp_1 0.36, buf_4 0.24, nand3b_1 0.17, o22a_1 0.23
nor2_1 0.17, nor2_1 0.12, ha_1 0.29, o21ai_4 0.23
buf_6 0.16, mux2_2 0.39, or3_1 0.32, a21boi_1 0.13
clkdlybuf4s50_1 0.48
## what timing repair did
item,CTS,global route
gates resized,0,7
hold buffers,0,0
endpoints found under the hold margin,0,0
endpoints found under the setup margin,0,9
buffers inserted,0,7
## how the worst max path moves through the flow
| stage | endpoint | cells after the start | slack [ns] | start |
|---|---|---|---|---|
| after CTS | seg1[4] | 11 | 0.03 | count[4] |
| after global routing | seg1[4] | 12 | -0.01 | count[3] |
| final | seg1[4] | 12 | 0.22 | count[3] |
## routing by layer
| metal | global-route usage, % | part of all wire [%] |
|---|---|---|
| met1 | 15.5 | 46 |
| met2 | 16.4 | 44 |
| met3 | 1.27 | 8.2 |
| met4 | 1.87 | 1.4 |
| met5 | 0 | 0 |
## layout by cell type, fill, tap and decap left out, types with 7 or more instances in the layout
cell type        netlist  layout
o22ai_1                7       7
edfxtp_1               7       7
inv_1                 11      11
nor2_1                21      21
clkdlybuf4s50_1        0      18
o21ai_0               27      27
nor3_1                 8       8
nand2_1               24      24
buf_4                  2      26
a21oi_1               15      15
xnor2_1               16      14
ha_1                  19      19
## cells in the mapped netlist (3+ instances only)
master	n
edfxtp_1	7
clkbuf_1	15
nand4_1	3
o22ai_1	7
nor3b_1	3
and3_1	4
ha_1	19
nand2_1	24
a211oi_1	4
a31oi_1	4
nor2_1	21
nor3_1	8
nand2b_1	5
xnor2_1	16
a21o_1	3
o31ai_1	3
xor2_1	5
a21oi_1	15
or2_2	3
nand3_1	5
o211ai_1	4
and2_1	3
inv_1	11
o21a_1	4
o21ai_0	27
## cell families after synthesis
logic type / count (synthesis)
adders and majority gates: 19
AOI/OAI and AO/OA: 96
buffers and inverters: 35
muxes: 4
other: 1
and+or+nand+nor: 93
xor gates and xnor gates: 21
DFF: 7
